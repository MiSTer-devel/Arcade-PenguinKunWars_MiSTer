==> flow/design.v <==
module FPGA_PKWARS
(
	input				clk48M,
	input				RESET,
	input				EXCITE,	 
	input  [7:0]	CTR1,
	input	 [7:0]	CTR2,
	input	 [7:0]	DSW,
	input  [8:0]	PH,
	input  [8:0]	PV,
	output			PCLK,
	output [11:0]	POUT,
	output [15:0]	SND,
	input				ROMCL,	 
	input  [16:0]	ROMAD,
	input   [7:0]	ROMDT,
	input				ROMEN,
	output [7:0]	DEBUG
);
wire VBLK = (PV == 9'd194);
wire VCLKx4, VCLK;
wire VRAMCL, CLK24M, CLK12M, CLK6M, CLK3M;
PKWARS_CLKGEN clkgen
(
	clk48M,
	VCLKx4, VCLK,
	VRAMCL, PCLK,
	CLK24M, CLK12M, CLK6M, CLK3M
);
wire [13:0] BGCAD, SPCAD;
wire [31:0] BGCDT, SPCDT;
wire  [4:0] PALAD;
wire  [7:0]	PALDT;
wire [15:0] CPUAD;
wire  [7:0] CPRDT;
wire	[1:0] PHASE;
PKWARS_ROMS roms
(
	clk48M, VCLKx4, VCLK, PHASE,
	BGCAD, BGCDT,
	SPCAD, SPCDT,
	PALAD, PALDT,
	CPUAD, CPRDT,
	ROMCL,ROMAD,ROMDT,ROMEN
);
wire SPCFT   = (PHASE==0)|(PHASE==2);
wire CPUCLx2 = EXCITE ? CLK12M : CLK6M;
wire  [9:0] BGVAD;
wire [15:0] BGVDT;
wire [10:0] SPAAD;
wire  [7:0] SPADT;
PKWARS_VIDEO video
(
	RESET, VCLKx4, VCLK, 
	PH, PV, POUT,
	BGVAD, BGVDT, BGCAD, BGCDT,
	SPAAD, SPADT, SPCAD, SPCDT, SPCFT,
	PALAD, PALDT,
   1'b0
);
reg CPUCL;
always @( posedge CPUCLx2 ) CPUCL <= ~CPUCL;
wire [7:0]  CPUID, CPUOD;
wire			CPURD, CPUWR;
reg  CPUIRQ, pVBLK;
wire eVBLK = (VBLK^pVBLK) & VBLK;
wire IRQFETCH = (CPURD&(CPUAD==16'h38))|RESET;
always @( posedge CPUCL ) begin
	pVBLK <= VBLK;
	if (IRQFETCH) CPUIRQ <= 0;
	else begin
		if (eVBLK) CPUIRQ <= 1;
	end
end
Z80IP cpu( RESET, CPUCL, CPUAD, CPUID, CPUOD, CPURD, CPUWR, CPUIRQ );
wire 			RAMDV, SNDDV, VIDDV;
wire [7:0]	RAMDT, SNDDT, VIDDT;
wire CPRDV = (~CPUAD[15])|(CPUAD[15:13]==3'b111);
DSEL4D_8B cpudsel(
	CPUID,
	CPRDV, CPRDT,
	RAMDV, RAMDT,
	VIDDV, VIDDT,
	SNDDV, SNDDT
);
PKWARS_WRAM wram( CPUCLx2, CPUAD, CPUOD, CPUWR, CPURD, RAMDT, RAMDV );
PKWARS_VRAM vram( CPUCLx2, CPUAD, CPUOD, CPUWR, CPURD, VIDDT, VIDDV, VRAMCL, SPAAD, SPADT, BGVAD, BGVDT, eVBLK );
PKWARS_SND snd( CPUCLx2, CPUAD, CPUOD, CPUWR, CPURD, SNDDT, SNDDV, RESET, CLK3M, CTR1, CTR2, DSW, VBLK, SND );
assign DEBUG = { VBLK, CPUCL, CPUWR, CPURD, 4'h0 };
endmodule
module PKWARS_WRAM
(
	input			 		CPUCL,
	input [15:0] 		CPUAD,
	input  [7:0] 		CPUOD,
	input        		CPUWR,
	input        		CPURD,
	output reg [7:0]	RAMDT,
	output		 		RAMDV
);
wire DV = (CPUAD[15:12]==4'hC);
wire [10:0] AD = CPUAD[10:0];
reg   [7:0] ramcore[0:2047];
always @( posedge CPUCL ) begin
	if (DV) begin
		if (CPUWR) ramcore[AD] <= CPUOD;
		RAMDT <= ramcore[AD];
	end
end
assign RAMDV = DV & CPURD;
endmodule
module PKWARS_VRAM
(
	input					CPUCL,
	input  [15:0]		CPUAD,
	input	  [7:0]		CPUOD,
	input					CPUWR,
	input					CPURD,
	output  [7:0]		VIDDT,
	output				VIDDV,
	input					VIDCL,
	input  [10:0]		SPAAD,
	output  [7:0]		SPADT,
	input   [9:0]		BGVAD,
	output [15:0]		BGVDT,
	input					eVBLK
);
wire VRDV = (CPUAD[15:12]==4'h8);
wire SPDV = VRDV & (~CPUAD[11]);
wire BGDV = VRDV &   CPUAD[11];
wire [7:0] SPDT, BGDT, dum;
VDPRAM400x2 bgvram(
	CPUCL, CPUAD[10:0], BGDV & CPUWR, CPUOD, BGDT,
	VIDCL, BGVAD, BGVDT
);
wire DMACL = CPUCL;
reg  [1:0] DMAPH = 0;
reg [10:0] DMAAD = 0;
reg		  DMAWR = 0;
wire [7:0] DMADT;
always @(posedge DMACL) begin
	case (DMAPH)
	0: begin DMAWR <= 0; DMAAD <= 0; DMAPH <= eVBLK ? (DMAPH+1) : DMAPH; end
	1: begin DMAWR <= 1; DMAPH <= DMAPH+1; end
	2: begin DMAWR <= 0; DMAAD <= DMAAD+1; DMAPH <= (DMAAD==11'h7FF) ? (DMAPH+1) : (DMAPH-1); end
	3: if (~eVBLK) begin DMAWR <= 0; DMAPH <= DMAPH+1; end 
	default: ;
	endcase
end
DPRAM800 sparam0(
	CPUCL, CPUAD[10:0], SPDV & CPUWR, CPUOD, SPDT,
  ~DMACL, DMAAD, 1'b0, 8'h0, DMADT
);
DPRAM800 sparam(
  ~DMACL, DMAAD, DMAWR, DMADT, dum,
	VIDCL, SPAAD, 1'b0, 8'h0, SPADT
);
assign VIDDT = BGDV ? BGDT : SPDT;
assign VIDDV = (SPDV|BGDV) & CPURD; 
endmodule
module DSEL4D_8B
(
	output [7:0] out,
	input			 en0,
	input	 [7:0] dt0,
	input			 en1,
	input	 [7:0] dt1,
	input			 en2,
	input	 [7:0] dt2,
	input			 en3,
	input	 [7:0] dt3
);
assign out = en0 ? dt0 :
				 en1 ? dt1 :
				 en2 ? dt2 :
				 en3 ? dt3 :
				 8'h00;
endmodule
==> flow/run.sh <==
#!/bin/bash
# OpenROAD 26Q1-2900-gdf79404cd8, Yosys 0.63+post, stock flow scripts
make -C /OpenROAD-flow-scripts/flow DESIGN_CONFIG=/design/flow/config.mk WORK_HOME=/design/flow/orfs finish
==> flow/config.mk <==
export PLATFORM = sky130hd
export DESIGN_NAME = PKWARS_WRAM
export DESIGN_NICKNAME = PKWARS_WRAM
export VERILOG_FILES = /design/flow/design.v
export SDC_FILE = /design/flow/constraint.sdc
export NUM_CORES = 4
export LEC_CHECK = 1
export CORE_UTILIZATION = 50
export SYNTH_MEMORY_MAX_BITS = 65536
==> flow/constraint.sdc <==
current_design PKWARS_WRAM

set clk_period 126.8
set clk_io_pct 0.2

create_clock -name clk0 -period $clk_period [get_ports {CPUCL}]

set non_clock_inputs [all_inputs -no_clocks]
set_input_delay [expr $clk_period * $clk_io_pct] -clock clk0 $non_clock_inputs
set_output_delay [expr $clk_period * $clk_io_pct] -clock clk0 [all_outputs]
==> deck_impl_summary.md <==
Run Summary

Run status
  • Status: complete, no violations

Clock tree
  • Latest clock arrival within the worst-skew pair: 1360 ps
  • Clock root cell: clkbuf_16
  • CTS tree: built
  • H-tree levels: 7
  • Hold_buf cts: 0
  • Post-CTS Repair Setup Buffers: 0
  • Post-cts sizing count: 0
  • Clock slew at reported path FFs: ~60 ps
  • Bufs on Longest Clock Path: 6
  • Clock Sinks: about 16000
  • CTS buffer count: between 1500 and 2000

Global routing
  • First-pass GRT wire length: ~2500000 um
  • GR Overflow Total: 0
  • Vias in the first global route: 339555
  • Largest net degree at the start of global routing: roughly 140
  • GRT Util Overall: between 30 and 40%
  • Antenna violations before repair: approximately 130

Worst setup path
  • Worst-path fanout max: 2
  • Worst path required time: slightly above 100000 ps
  • Type of the worst setup path: primary input to output pin
  • R2R Setup Slk: approximately 120000 ps
  • Worst flop-to-flop path startpoint: ramcore[1231][4]$_DFFE_PP_
  • Worst Path Arrival: between 20000 and 30000 ps
  • Reg2reg path depth: 9
  • Worst setup EP type: output pin
  • CP startpoint kind: primary input
  • Worst reg2reg endpoint: RAMDT[4]$_DFFE_PN_

Synth
  • Yosys cell count: roughly 35000
  • Comb area leader: multiplexers
  • Synth mux share: 13.0%
  • Post-Syn Area: about 0.63 mm^2
  • Complex Gates by Area: 4.51%
  • Main synth FF type: edfxtp_1
  • Post-synth EDFFs: 16392
  • Xor/xnor share: 0%
  • Mean post-synth cell area: approximately 18 um^2
  • Ys async rst share: 0%
  • Yosys cell types: 34
  • Yosys chip area: between 0.6 and 0.7 mm^2
  • Register share after synthesis: between 70% and 80%
  • Post-synth regs: between 15000 and 20000
  • Adder Area Share: 0%
  • Synth Instances: about 35000
  • Yosys simple share: roughly 2.6%
  • Synth warn: 1

Detailed routing
  • Wire per inst: roughly 32 um
  • Top Metal Used: met5
  • Via density: slightly above 6
  • Wire length on met1: 556000 um
  • Post-Route WL: ~1700000 um
  • Post-DRT Antenna Nets: 0
  • # DRC: 0
  • DRT iter0 DRCs: roughly 21000
  • Vias post-DR: between 300k and 400k
  • Met2 wire length: about 780000 um
  • First-pass iteration count of the detailed router: 8
  • Met3 WL post-DR: ~330000 um

Floorplanning
  • Ports: 36
  • DIE AREA: around 1.3 mm^2
  • Core Box Area: roughly 1.3 mm^2
  • Die X: approximately 1100 um
  • Cell row count: ~410
  • Die Span Y: approximately 1100 um
  • Fp util: around half

Final layout
  • Most frequent cells in the layout: edfxtp_1 (16392), mux2i_1 (8192), o22ai_1 (4096)
  • Multi-input gate area: roughly 0.13 mm^2
  • Synth-to-Final Area Change: 11.9%
  • Layout cells sized above 1: about a tenth
  • Register Area: approximately 0.5 mm^2
  • Top cell excl fill/tap: edfxtp_1
  • Filler cell count: 92221

Power
  • Peak VDD IR: between 0.00001 and 0.000015 V
  • Pwr Density: around 16 mW/mm^2
  • Leak: around 240 nW
  • Total power: roughly 11 mW

Final timing
  • RSZ-0062 raised after global routing: no
  • Final hold vios: 0
  • Worst Slack Setup Final: between 70000 and 80000 ps
  • TNS Setup: 0 ps
  • Smallest hold slack: 1360 ps
  • Fmax: 19.2 MHz
  • Setup Viol. Count Final: 0
  • Tightest Pin Transition: around 1300 ps
  • Max-Slew Margin vs Limit: between 10% and 20%
  • Period utilization: roughly 41%
  • Worst clock skew: about 77 ps
  • Tmin final: roughly 52000 ps
  • Slew Viols, Final: 0

Place
  • GPL Wtd Cong: slightly above 0.9
  • Port Buffers: 34
  • Setup WS pre-CTS: 74810 ps
  • Post-DP HPWL: 1080000 um

Worst hold path
  • Startpoint of the worst hold path: ramcore[1824][7]$_DFFE_PP_
  • Hold EP: RAMDT[7]$_DFFE_PN_
  • Tightest Hold Check Type: flop to flop
  • Hold Crit Depth: 8

Flow run
  • Log Warnings: slightly below 100
  • # Max-Cap Violations: 0
==> metal layers <==
metal | global-route usage, % | up-vias
met5 | 2.88 | -
met4 | 9.58 | 238
met3 | 25.6 | 2896
met2 | 41.6 | 17517
met1 | 38.4 | 161891
li1 | - | 143111
==> critical path, cell delays in order <==
cell and delay, ps:
clkdlybuf4s50_1 460, nand2_1 60, nor3_2 120, and2_1 150, clkdlybuf4s50_1 460
==> stage by stage <==
step                utilization [%]  cells  instance area [um^2]
CTS                            56.2  53772                704000
global placement               51.9  50735                651000
floorplan                         -  34961                630000
detailed placement             51.9  50735                651000
finish                         56.2  53980                705000
global route                   56.2  53840                704000
==> cell usage after synthesis (3+ instances only) <==
| master | n | area share (%) |
|---|---|---|
| buf_4 | 84 | 0.10 |
| mux2i_1 | 8192 | 13 |
| nand4_1 | 9 | 0.0089 |
| a21oi_1 | 512 | 0.41 |
| nor3_1 | 4 | 0.0032 |
| o22ai_1 | 4096 | 4.1 |
| nand4b_1 | 4 | 0.0056 |
| and3_1 | 6 | 0.0060 |
| a22oi_1 | 32 | 0.038 |
| nand4bb_1 | 6 | 0.011 |
| nor2b_1 | 4 | 0.0040 |
| clkbuf_1 | 654 | 0.39 |
| buf_2 | 1453 | 1.2 |
| nand2_1 | 165 | 0.098 |
| nor2_1 | 2055 | 1.2 |
| and2_1 | 3 | 0.0030 |
| and3b_1 | 4 | 0.0056 |
| nand3_1 | 8 | 0.0064 |
| or3b_2 | 3 | 0.0042 |
| edfxtp_1 | 16392 | 78 |
| buf_6 | 21 | 0.038 |
| nand3b_1 | 3 | 0.0036 |
| nor3b_1 | 6 | 0.0072 |
| nor4_1 | 1152 | 1.1 |
| buf_1 | 81 | 0.048 |
==> kinds of logic (layout without fill, tap and decap cells) <==
| group | count (synthesis) | count (layout) |
|---|---|---|
| muxes | 8192 | 8192 |
| buffers and inverters | 2293 | 4378 |
| DFF | 16392 | 16392 |
| and+or+nand+nor | 3444 | 3444 |
| AOI/OAI and AO/OA | 4640 | 4640 |
| other | 0 | 208 |
==> worst max path at each step <==
stage,startpoint,end
global route,CPUAD[14],RAMDV
finish,CPUAD[14],RAMDV
CTS,CPUAD[14],RAMDV
==> cell type report <==
| type | instances | area share, % |
|---|---|---|
| Sequential cell | 16392 | 69.9 |
| Antenna cell | 208 | 0.0739 |
| Timing Repair Buffer | 1341 | 1.54 |
| Clock inverter | 969 | 1.18 |
| Clock buffer | 2068 | 6.30 |
| Multi-Input combinational cell | 16276 | 18.1 |
| Tap cell | 16726 | 2.97 |
==> power breakdown <==
group | total, mW | switching [mW] | internal [mW]
registers | 5.96 | 0.000263 | 5.96
logic | 0.449 | 0.319 | 0.130
clock network | 4.74 | 1.99 | 2.75
total | 11.2 | 2.31 | 8.84
==> flip-flops by register name, indices dropped and copies added (netlist names) <==
signal and flops:
RAMDT 8, ramcore 16384
Power figures rest on the tool's default switching activity, not on a simulated workload.
